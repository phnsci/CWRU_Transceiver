===== flow/config.mk =====
export PLATFORM = sky130hd
export DESIGN_NAME = CWRU_Transceiver_RX
export DESIGN_NICKNAME = CWRU_Transceiver_RX
export VERILOG_FILES = /design/flow/design.v
export SDC_FILE = /design/flow/constraint.sdc
export NUM_CORES = 4
export LEC_CHECK = 1
export CORE_UTILIZATION = 50

===== flow/constraint.sdc =====
current_design CWRU_Transceiver_RX

set clk_period 2.3
set clk_io_pct 0.2

create_clock -name clk0 -period $clk_period [get_ports {CLOCK_50}]

set non_clock_inputs [all_inputs -no_clocks]
set_input_delay [expr $clk_period * $clk_io_pct] -clock clk0 $non_clock_inputs
set_output_delay [expr $clk_period * $clk_io_pct] -clock clk0 [all_outputs]

===== flow/design.v =====
module CWRU_Transceiver_RX(
	input CLOCK_50,
	input [35:0] GPIO_1,
	output [6:0] HEX0
);
wire clk_40, sample_flag;
wire [79:0] sample;
wire [7:0] code;
clk_40_gen c(CLOCK_50, clk_40);  
shift_sampler s(clk_40, GPIO_1[15], sample, sample_flag);  
sample_decoder d(sample_flag, sample, code);  
HEX_display h(code, HEX0);  
endmodule
module HEX_display(
	input [7:0] code,
	output reg [6:0] HEX0
);
always @(code)  
begin
	if (code == 8'b10000000)
		HEX0 = 7'b1000000;  
	else if (code == 8'b10100000)
		HEX0 = 7'b1111001;  
	else if (code == 8'b10101000)
		HEX0 = 7'b0100100;  
	else if (code == 8'b10101010)
		HEX0 = 7'b0110000;  
end
endmodule
module clk_40_gen(
	input clk_in,
	output reg clk_out
);
reg [11:0] counter;  
initial
begin
	clk_out = 1'b0;  
	counter = 12'h000;
end
always @(posedge clk_in)
begin
	counter = counter + 12'h001;
	if (counter == 12'h271)
	begin
		clk_out = ~clk_out;
		counter = 12'h000;
	end	
end
endmodule
module sample_decoder(
	input sample_flag,  
	input [79:0] sample,  
	output reg [7:0] code  
);
integer i;  
integer j;  
reg [3:0] window_sum;  
reg [7:0] code_reg;  
initial
begin
	code = 8'h00;
end
always @(negedge sample_flag)  
begin
	for (i = 0; i <= 7; i = i + 1)
	begin
		window_sum = 4'h0;  
		for (j = i * 10; j <= ((i + 1) * 10) - 1; j = j + 1)
			window_sum = window_sum + sample[j];
		if (window_sum >= 4'h3)  
			code_reg[i] = 1'b1;
		else
			code_reg[i] = 1'b0;
	end
	code = code_reg;
end
endmodule
module shift_sampler(
	input clk,  
	input signal,  
	output reg [79:0] sample,  
	output reg sample_flag  
);
reg [6:0] counter;  
initial
begin
	sample = 80'h00000000000000000000;
	sample_flag = 1'b0;
	counter = 7'b1001111;  
end
always @(posedge clk)
begin
	if (sample_flag == 1'b0 && signal == 1'b1)
	begin
		sample_flag = 1'b1;
	end
	if (sample_flag == 1'b1 && counter > 7'b0000000)
	begin
		sample[counter] = signal;
		counter = counter - 7'b0000001;
	end
	if (counter == 7'b0000000)
	begin
		sample[counter] = signal;
		counter = 7'b1001111;
		sample_flag = 1'b0;
	end
end
endmodule

===== flow/run.sh =====
#!/bin/bash
# OpenROAD 26Q1-2900-gdf79404cd8, Yosys 0.63+post, stock flow scripts
make -C /OpenROAD-flow-scripts/flow DESIGN_CONFIG=/design/flow/config.mk WORK_HOME=/design/flow/orfs finish

==> summary.txt <==
yosys + openroad results -> cts hold-fix bufs 0, most repeated cell in the gate-level netlist after synthesis inv_1, area of all sequential standard cells ~0.0023 mm^2, proportion of synthesized flip-flops having asynchronous set or reset 0%, Final Hold Violating Endpoints 0, wire length of the first global-routing pass between 20 and 30 mm, final HPWL from detailed placement roughly 11 mm, fill cell total of the finished layout approximately 1,200, tally of OpenROAD warnings approximately 80, Highest Clock Rate approximately 490 MHz, top post-synthesis cells by count 117 x inv_1, 108 x dfxtp_1, 48 x fa_1, 47 x ha_1, 42 x nor2_1, wire length after detailed routing 15.11 mm, Setup Fix Bufs, Post-CTS 0, post-synthesis instance total a little under 800, type of origin of the critical path register, combined global-route utilization of all metal layers 22.97%, vias in the first global route roughly 5,000, Power per Cell Area about 77 mW/mm^2, total power of the final layout 0.5724 mW, Critical Path End c.counter[0]$_SDFF_PN0_, H-tree levels 1, maximum number of pins on one net before global-route repair between 80 and 90, Top Ports ~44, worst r2r dst c.counter[0]$_SDFF_PN0_, CTS clk-pin slew, worst paths ~40 ps, Cell area leaders dfxtp_1 30%, fa_1 13%, ha_1 8.1%, Gates resized, CTS repair 0, number of inserted diodes 0, fin crit period between 2000 and 2500 ps, setup clock skew after layout 3.548 ps, number of nets with antenna violations after detailed routing 0, dominant register cell in the synthesized netlist dfxtp_1, Congestion Overflow GR 0, endpoints left unconstrained 107, DRC violations left 0, Comb gate area between 0.004 and 0.005 mm^2, post-layout util 53.44%, average cell area after synthesis roughly 9.3 um^2, Die ar. 0.01496 mm^2, final sum of negative setup slack 0 ps, count of unclocked register or latch pins 101, tightest slew margin relative to the limit between 30% and 40%, Horiz. Die Dim roughly 120 um, share of power burned in combinational logic 3.9%, final non-filler cell total between 900 and 1,000, number of buffers on the longest clock path 2, cell leakage power roughly 3.4 nW, post-place setup slack approximately 300 ps, RSZ-0062 raised after global routing false, crit path capture type register, Hold WC Path Type reg -> reg, total via count in the routed design approximately 5,200, part of the cycle the worst path needs 88.06%, yosys cell count roughly 800, VDD IR max between 0.7 and 0.8 mV, number of flip-flops in the largest register roughly 80, Critical Path AT 2140 ps, Final setup viols 0, vias per std cell 5.532, area reported by Yosys stat about 0.0072 mm^2, post-synthesis sequential element count approximately 110, status complete, no violations, cell at the root of the clock tree clkbuf_16, Min Hold Slack about 450 ps, max-slew violations 0, EDFF count, synth 1, largest area contributor in the synthesized netlist dfxtp_1, post-synthesis to final-layout area growth 3.267%, Sw Pwr 0.1063 mW, number of iterations in the first detailed-routing pass 4, origin of the worst setup path c.counter[0]$_SDFF_PN0_, core region area 0.01399 mm^2, Final GP Congestion ~0.90, number of distinct library cells after synthesis 71, fraction of power spent switching nets 18.56%, setup slack of the worst register-to-register path about 270 ps, Placed Area between 0.007 and 0.008 mm^2, average wire per cell in the routed design around 16 um, clock network fraction of total power 56.1%, launching point of the worst reg2reg path c.counter[0]$_SDFF_PN0_, max-capacitance violation count 0, post-synth design cell area approximately 0.0072 mm^2, Std-Cell Rows around 43, fraction of final layout cells sized beyond drive strength 1 under 10%, Worst Max-Slew Pin Slew about 940 ps, final design area excluding fillers around 0.0075 mm^2, required time at the worst-slack endpoint between 2000 and 2500 ps, post-synth top area share approximately 30%, clk latency of the worst-skew pair 240 ps, smallest setup slack after layout 274.7 ps, Cells after DPL ~930, antenna violations before repair 0, clock tree from TritonCTS built, share of total power in sequential cells about 40%, starting utilization of the core area 51.75%, Cell Int Power 0.4661 mW, Critical Path Fanout Max 9, Die Span Y between 100 and 150 um, Port Buffers 7, yosys warning tally 4, kind of critical path reg -> reg, count of routing violations after the opening detailed-route iteration roughly 290, number of cell instances on the worst register-to-register path 7, CTS buffer count 3
## logic make-up (layout without fill, tap and decap cells)
group | count (synthesis) | after routing | synth area share [%]
buffers and inverters | 159 | 140 | 9.212
other | 1 | 1 | 0.05180
XOR/XNOR | 21 | 21 | 2.541
AND/OR/NAND/NOR | 225 | 225 | 17.06
adder cells (fa/ha/maj) | 95 | 95 | 21.40
latches | 5 | 5 | 1.037
flip-flops | 109 | 109 | 30.28
AND-OR/OR-AND | 131 | 131 | 13.67
multiplexers | 31 | 31 | 4.753
## power groups by stage
stage	combinational, mW	sequential [mW]	clock (mW)
global route	0.0240	0.228	0.342
CTS	0.0223	0.228	0.328
finish	0.0226	0.229	0.321
## cell usage in the layout (no fill, tap or decap), drive strengths merged, types with 17 or more instances in the layout
master and instances:
inv 117, dfxtp 108, fa 48, ha 47, nor2 43, nand3 38
nand2 38, o22ai 26, mux2 24, and3 23, a21oi 18, nor3 17
## cell type report
type                    count  area share, %
flip-flops and latches    114          30.33
repair buffers             19          2.142
clock buffers               4          1.054
multi-input cells         504          57.59
well taps                 180          3.013
inverters                 117          5.874
## critical path, cell delays in order (launching register included)
cell	delay [ps]
dfxtp_1	460
ha_1	210
a21boi_0	240
a21oi_1	110
o32a_1	340
nor4_4	310
buf_4	190
nor2_1	40
## worst min path at each step
stage                         from                       end  slack [ps]  cells after the start
4_1_cts   c.counter[11]$_SDFF_PN0_  c.counter[11]$_SDFF_PN0_         460                      1
5_1_grt   c.counter[11]$_SDFF_PN0_  c.counter[11]$_SDFF_PN0_         470                      1
6_report  c.counter[11]$_SDFF_PN0_  c.counter[11]$_SDFF_PN0_         450                      1
## per-layer routing
layer | global-route usage, % | share of wire [%] | vias to the layer above
li1 | - | - | 2593
met1 | 37.07 | 48 | 2476
met2 | 36.20 | 45 | 112
met3 | 2.182 | 6.3 | 8
met4 | 2.210 | 0.50 | 0
met5 | 0 | 0 | -
Power is estimated from default activity; no workload was simulated.
