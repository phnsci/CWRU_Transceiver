===== design/flow/config.mk =====
export PLATFORM = sky130hd
export DESIGN_NAME = CWRU_Transceiver_TX
export DESIGN_NICKNAME = CWRU_Transceiver_TX
export VERILOG_FILES = /design/flow/design.v
export SDC_FILE = /design/flow/constraint.sdc
export NUM_CORES = 4
export LEC_CHECK = 1
export CORE_UTILIZATION = 30

===== design/flow/constraint.sdc =====
current_design CWRU_Transceiver_TX

set clk_period 5.9
set clk_io_pct 0.2

create_clock -name clk0 -period $clk_period [get_ports {CLOCK_50}]

set non_clock_inputs [all_inputs -no_clocks]
set_input_delay [expr $clk_period * $clk_io_pct] -clock clk0 $non_clock_inputs
set_output_delay [expr $clk_period * $clk_io_pct] -clock clk0 [all_outputs]

===== design/flow/design.v =====
module HEX_display(
	input [7:0] code,
	output reg [6:0] HEX0
);
always @(code)  
begin
	if (code == 8'b10000000)
		HEX0 = 7'b1000000;  
	else if (code == 8'b10100000)
		HEX0 = 7'b1111001;  
	else if (code == 8'b10101000)
		HEX0 = 7'b0100100;  
	else if (code == 8'b10101010)
		HEX0 = 7'b0110000;  
end
endmodule
module CWRU_Transceiver_TX(
	input CLOCK_50,  
	input [3:0] KEY,  
	input [9:0] SW,  
	output reg [35:0] GPIO_1,  
	output [6:0] HEX0  
);
wire clk_4, code_MSB;
wire [7:0] code;
wire callsign_bit;
always @(clk_4)  
begin
	if (KEY[0] == 0 || KEY[1] == 0 || KEY[2] == 0 || KEY[3] == 0)
		GPIO_1[17] = code_MSB;  
	else if (SW[0] == 1)
		GPIO_1[17] = callsign_bit;  
	else if (SW[1] == 1)
		GPIO_1[17] = clk_4;  
end
clk_4_gen c(CLOCK_50, clk_4);  
button_encoder b(clk_4, KEY, code);  
code_shifter s(clk_4, code, code_MSB);  
HEX_display h(code, HEX0);  
callsign cs(clk_4, callsign_bit);  
endmodule
module button_encoder(
	input clk,
	input [3:0] KEY,
	output reg [7:0] code
);
always @(posedge clk)
begin
	if (KEY[0] == 0)
		code = 8'b10000000;  
	else if (KEY[1] == 0)
		code = 8'b10100000;  
	else if (KEY[2] == 0)
		code = 8'b10101000;  
	else if (KEY[3] == 0)
		code = 8'b10101010;  
	else
		code = 8'b00000000;  
end
endmodule
module callsign(
	input clk,  
	output reg callsign_bit  
);
reg [11:0] reg_K;
reg [3:0]  reg_E;
reg [17:0] reg_8;
reg [11:0] reg_F;
reg [13:0] reg_C;
reg [13:0] reg_U;
reg [4:0] bit_counter;  
reg [2:0] char_counter;  
initial
begin
	reg_K = 12'b000111010111;
	reg_E = 4'b0001;
	reg_8 = 18'b000101011101110111;
	reg_F = 12'b000101110101;
	reg_C = 14'b00010111010111;
	reg_U = 14'b00000001110101;
	bit_counter = 5'b00000;
	char_counter = 3'b000;
	callsign_bit = 1'b0;
end
always @(posedge clk)  
begin
	if (char_counter == 3'b000)  
	begin
		if (bit_counter == 5'b01011)
		begin  
			bit_counter = 5'b11111;
			char_counter = char_counter + 3'b001;
		end
		else
			callsign_bit = reg_K[bit_counter];
	end
	else if (char_counter == 3'b001)  
	begin
		if (bit_counter == 5'b00011)
		begin  
			bit_counter = 5'b11111;
			char_counter = char_counter + 3'b001;
		end
		else
			callsign_bit = reg_E[bit_counter];
	end
	else if (char_counter == 3'b010)  
	begin
		if (bit_counter == 5'b10001)
		begin  
			bit_counter = 5'b11111;
			char_counter = char_counter + 3'b001;
		end
		else
			callsign_bit = reg_8[bit_counter];
	end
	else if (char_counter == 3'b011)  
	begin
		if (bit_counter == 5'b01011)
		begin  
			bit_counter = 5'b11111;
			char_counter = char_counter + 3'b001;
		end
		else
			callsign_bit = reg_F[bit_counter];
	end
	else if (char_counter == 3'b100)  
	begin
		if (bit_counter == 5'b01101)
		begin  
			bit_counter = 5'b11111;
			char_counter = char_counter + 3'b001;
		end
		else
			callsign_bit = reg_C[bit_counter];
	end
	else if (char_counter == 3'b101)  
	begin
		if (bit_counter == 5'b01101)
		begin  
			bit_counter = 5'b11111;
			char_counter = 3'b000;
		end
		else
			callsign_bit = reg_U[bit_counter];
	end
	bit_counter = bit_counter + 5'b00001;  
end
endmodule
module clk_4_gen(
	input clk_in,
	output reg clk_out
);
reg [15:0] counter;  
initial
begin
	clk_out = 1'b0;  
	counter = 16'h0000;
end
always @(posedge clk_in)
begin
	counter = counter + 16'h0001;
	if (counter == 16'h186A)	
	begin
		clk_out = ~clk_out;
		counter = 16'h0000;
	end	
end
endmodule
module code_shifter(
	input clk,
	input [7:0] code,
	output reg code_MSB
);
integer counter;  
reg [7:0] code_reg;  
reg shift_flag;  
initial
begin
	code_MSB = 1'b0;
	shift_flag = 1'b0;
	counter = 0;
end
always @(posedge clk)  
begin
	if (shift_flag == 1'b0 && code[7] == 1'b1)
	begin
		code_reg = code;
		shift_flag = 1'b1;
	end
	if (shift_flag == 1'b1 && counter <= 8)
	begin
		counter = counter + 1;
		code_MSB = code_reg[7];
		code_reg = code_reg << 1;
	end
	if (counter == 8)
	begin
		counter = 0;
		shift_flag = 1'b0;
	end
end
endmodule

===== design/flow/run.sh =====
#!/bin/bash
# OpenROAD 26Q1-2900-gdf79404cd8, Yosys 0.63+post, stock flow scripts
make -C /OpenROAD-flow-scripts/flow DESIGN_CONFIG=/design/flow/config.mk WORK_HOME=/design/flow/orfs finish

==> impl_metrics.toml <==
# implementation run metrics
[clock_tree]
post_cts_buffers = 0
clockBufferDepth = 2
postCtsResizedCells = 0
numCtsBuffers = 3
cts_tree = "yes"
root_buffer = "clkbuf_16"
htree_levels = 1
clkTransAtPathRegs_ns = 0.05
cts_hold_buf = 0
clkLatencyLatePin_ns = 0.24

[layout]
lay_top_cells = "dfxtp_1, nand2_1, nor2_1"
logic_area_um2 = 2534
synthToLayoutAreaGrowth_pct = 4.132
fill_cells = 1490
flop_area_um2 = 1592
fin_util_pct = 32.11
layout_top_cell = "dfxtp_1"
largest_register_ff_count = 32
layout-drive-gt1-share_pct = 3.172

[route]
drtPass1Iterations = 5
routed_wl_um = 8601
final_antenna_net_count = 0
vias_per_cell = 5.047
drtIter0Drc = 225
num_antenna_cells = 0
vias = 3634
route.detailed.drc = 0
wire_per_inst_um = 11.95

[pwr]
cellPowerDensity_nw_per_um2 = 54.26
peakVddDrop_v = 0.0001721
power.net_switching_uw = 42.40
p_int_uw = 210.9
swShare_pct = 16.74
power_frac_seq_pct = 45.9
clkPwrFrac_pct = 51.4
combPwrFrac_pct = 2.7
leakage_uw = 0.001654
power_uw = 253.3

[sta]
unclocked_pins = 61
unconstrained_endpoints = 73
rsz0062_at_grt = "false"
fin_skew_ns = 0.003575
period_used_pct = 41.89
slew_headroom_pct = 54.90
fin_crit_ns = 2.472
setup_viol = 0
clock.fmax_mhz = 404.6
report.final.hold_viol_count = 0
slew_viol_final = 0
final.setup.tns_ns = 0
tightest_slew_ns = 0.6765

[flow_run]
tool_warnings = 39
drv_cap = 0

[worst_setup_path]
path_cells = "nand4_1, nor4_1, nand3_1, xnor2_1, nor2_1, and4b_1"
crit_type = "reg2reg"
crit_slowest_cell = "nor4_1"
start_kind = "flop"
crit_arrival_ns = 2.38
crit_path_end_kind = "flop"
max_stage_delay_ns = 0.63
cp.required_ns = 5.81
critPathMaxFanout = 8

[min_path]
hold_class = "reg2reg"

[yosys]
yosys_cells = 547
synth_area_leader_cell = "dfxtp_1"
ys_seq_elements = 78
synth_area_um2 = 4482
area_leaders = "dfxtp_1, buf_4, nand2_1"
synthArstFlopShare_pct = 0
synth-edff-count = 6
flop_cell = "dfxtp_1"
top_area_share_pct = 29.48
syn_inst = 547
ys_chip_area_um2 = 4482
yosys_warnings = 41
syn_area_per_cell_um2 = 8.193
synth.distinct_cells = 58

[floorplan]
chipHeight_um = 124.2
die_width_um = 124.2
row_count = 44
coreArea_um2 = 14530
fp_util_pct = 30.84
io_pins = 58
chipArea_um2 = 15430

[placed_design]
port_buffers = 13
gp_congestion = 0.9070
dp_hpwl_um = 6417

[grt]
grt_usage_pct = 11.49
grt_pass1_vias = 3264
overflow = 0
grt_pass1_wl_um = 15270
grt_max_degree = 58
antenna_found_initial = 0

[outcome]
status = "finished, final reports clean"
cells in the mapped netlist (all sizes together) (6+ instances only):
cell and n:
nor4 12, nand2b 7, mux2i 9, a21oi 14, a31oi 9, nand4 21, o31ai 10, dlxtn 6
nor3 16, nand3 19, ha 11, nor2b 7, xor2 16, xnor2 25, o21ai 24, inv 19
or4 9, nor2 45, nand2 61, dfxtp 66, and3 6, and4 9, buf 44, clkbuf 23
edfxtp 6
worst max-delay path: cells and delay by family, from the launching register on:
| kind | cells | cell delay (ns) |
|---|---|---|
| flops | 1 | 0.41 |
| simple gates | 5 | 1.55 |
| xor+xnor | 1 | 0.17 |
kinds of logic (layout without fill, tap and decap cells):
logic type	Yosys count	count (layout)	synth area share [%]
latches	6	6	2.010
buf+inv	86	40	10.89
xor+xnor	41	41	8.012
fa+ha+maj	11	11	3.071
other cells	1	36	0.08367
compound gates	90	90	13.48
simple gates	230	230	26.69
flops	72	72	33.50
mux	10	10	2.261
per-layer routing:
layer | share of wire, % | wire length, um | global-route usage, % | up-vias
met5 | 0 | 0 | 0 | -
met4 | 0.070 | 6 | 0.3544 | 0
met3 | 3.6 | 308 | 0.5712 | 2
met2 | 47 | 4036 | 19.11 | 108
met1 | 49 | 4249 | 17.70 | 1670
li1 | - | - | - | 1854
power groups by stage:
stage                 clock (uW)  sequential (uW)  combinational [uW]
after CTS                    134              116                7.18
after global routing         140              116                8.56
final                        130              116                6.89
cell type report:
type                            count  share of cell area (%)
Tap cell                          184                   4.933
Clock inverter                      1                  0.1072
Timing Repair Buffer               17                   3.432
Clock buffer                        3                   1.609
Multi-Input combinational cell    418                   54.29
Inverter                           19                   1.528
Sequential cell                    78                   34.10
final timing paths:
check | from | endpoint | slack, ns | cells after the start
hold reg to reg | c.counter[15]$_SDFF_PN0_ | c.counter[15]$_SDFF_PN0_ | 0.45 | 1
setup / recovery | c.counter[7]$_SDFF_PN0_ | c.clk_out$_DFFE_PN_ | 3.43 | 6
setup reg to reg | c.counter[7]$_SDFF_PN0_ | c.clk_out$_DFFE_PN_ | 3.43 | 6
hold / removal | c.counter[15]$_SDFF_PN0_ | c.counter[15]$_SDFF_PN0_ | 0.45 | 1
through the flow:
step	instances	setup slack, ns	hold slack (ns)	area, um^2
4_1_cts	720	3.488	0.4561	4667
2_1_floorplan	582	3.776	0.4262	4613
6_report	720	3.429	0.4538	4667
3_3_place_gp	716	3.520	0.4488	4587
3_5_place_dp	716	3.493	0.4466	4587
5_1_grt	720	3.237	0.4929	4667
Power figures rest on the tool's default switching activity, not on a simulated workload.
